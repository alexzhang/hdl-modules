$ cat flow/run.sh
#!/bin/bash
# OpenROAD 26Q1-2900-gdf79404cd8, Yosys 0.63+post, stock flow scripts
make -C /OpenROAD-flow-scripts/flow DESIGN_CONFIG=/design/flow/config.mk WORK_HOME=/design/flow/orfs finish
$ cat flow/config.mk
export PLATFORM = sky130hd
export DESIGN_NAME = counter8
export DESIGN_NICKNAME = counter8
export VERILOG_FILES = /design/flow/design.v
export SDC_FILE = /design/flow/constraint.sdc
export NUM_CORES = 4
export LEC_CHECK = 1
export CORE_AREA = 10 10 73 73
export DIE_AREA = 0 0 83 83
$ cat flow/constraint.sdc
current_design counter8

set clk_period 1.8
set clk_io_pct 0.2

create_clock -name clk0 -period $clk_period [get_ports {clk}]

set non_clock_inputs [all_inputs -no_clocks]
set_input_delay [expr $clk_period * $clk_io_pct] -clock clk0 $non_clock_inputs
set_output_delay [expr $clk_period * $clk_io_pct] -clock clk0 [all_outputs]
$ cat flow/design.v
module counter8(
    input reset,
    input clk,
    input en,
    input load,
    input [7:0] data_in,
    output reg [7:0] data_out
    );
    always @(posedge clk)
    begin
        if (reset)
            data_out <= 8'b00000000;
        else if (en)
        begin
            data_out <= (load) ? data_in : data_out + 1;
        end
    end
endmodule
==> flow_summary_export.csv <==
group,metric,value,unit
run_status,outcome,"complete, no violations",
clock_network,cts_max_level,1,
final_timing,finClkSkew,0.002852,ns
logic_synthesis,synth.yosys.warnings,1,
logic_synthesis,post_synth_main_area_contributors,"sky130_fd_sc_hd__dfxtp_1 (31%), sky130_fd_sc_hd__o21ai_0 (5.8%), sky130_fd_sc_hd__a21oi_1 (4.9%), sky130_fd_sc_hd__a211oi_1 (4.4%), sky130_fd_sc_hd__nand2_1 (4.4%)",
final_timing,worst_slew_margin_rel,0.8095,
power,power_density_of_the_placed_cells,644.6,nW/µm²
final_timing,timing.final.crit_share,0.8822,
placed_design,hpwl,1199,µm
global_route,pin_count_of_the_biggest_net_entering_global_routing,12,
placed_design,globalplace.congestion,0.8224,
placed_design,buffer_ports.inserted,19,
floorplan,placementRows,22,
global_route,via_count_of_the_first_global_routing_pass,505,
cells_and_area,fraction_of_final_layout_cells_with_drive_strength_greater_than_1,0.1149,
power,switchingPower,123.3,µW
global_route,grt_overflow_total,0,
routing,vias_per_cell,4.178,
logic_synthesis,async_reset_ff_frac,0,
power,internal_power,401.0,µW
logic_synthesis,netlist-cell-type-count,30,
routing,antenna_violating_nets_post_route,0,
flow_run,number_of_logged_tool_warnings,25,
logic_synthesis,seq_area_frac_synth,0.3107,
routing,route.final.wire_length,1551,µm
flow_run,drv_cap,0,
routing,antennaDiodeCount,0,
logic_synthesis,synthesized_chip_area_reported_by_yosys,515.5,µm²
final_timing,setup_viol,0,
global_route,groute.usage.overall,0.04258,
logic_synthesis,synth-main-ff-cell,"sky130_fd_sc_hd__dfxtp_1",
power,p_comb_frac,0.196,
routing,drtPass1Iterations,4,
cells_and_area,largest_reg_by_ff_count,"data_out",
logic_synthesis,synthesis.instances,65,
final_timing,finalCriticalPeriod,1.588,ns
placed_design,numPlacedInstances,132,
power,pwr-share-clk,0.407,
worst_setup_path,setup.worst_path.start_class,"flop",
worst_setup_path,cpLargestDelayFamily,"buffers and inverters",
floorplan,die_height,83,µm
logic_synthesis,synth-cells-yosys,65,
final_timing,timing.setup.tns,0,ns
cells_and_area,max_ffs_per_register,8,
clock_network,ctsLongestPathBuffers,2,
clock_network,cts.sinks,8,
clock_network,post-cts-setup-buffers,0,
global_route,grt_pass1_wl,2490,µm
clock_network,clockRootBuffer,"sky130_fd_sc_hd__clkbuf_8",
final_timing,rsz_0062_raised_after_global_routing,"no",
final_timing,finalWorstSetupSlack,0.2121,ns
routing,num_vias,564,
worst_setup_path,worst_ep_arrival_time,1.23,ns
logic_synthesis,syn_avg_cell_area,7.931,µm²
floorplan,initial_utilization,0.1377,
floorplan,floorplan.core_area,3744,µm²
worst_setup_path,path_cells,"clkdlybuf4s50_1",
logic_synthesis,area_of_the_mapped_netlist,515.5,µm²
cells_and_area,final_cells,135,
routing,drc,0,
power,p_seq_frac,0.397,
clock_network,cts-resized-gates,0,
logic_synthesis,ys.flops,8,
placed_design,detailedPlace.worstSlack,0.06462,ns
power,power.share.switching,0.2352,
worst_setup_path,nature_of_the_critical_path_endpoint,"output port",
logic_synthesis,edf_count,0,
power,total_leakage_power,0.0002805,µW
worst_setup_path,cp_max_fo,8,
min_path,hold_path_class,"flop to flop",
floorplan,floorplan.io_pins,20,
power,post_route_total_power,524.3,µW
floorplan,die_x,83,µm
logic_synthesis,synth_top_area_share,0.3107,
worst_setup_path,critical_path_buf_inv_count,1,
cells_and_area,biggestRegsByFlops,"data_out: 8 flops",
cells_and_area,area_delta_synth_final,57.77,%
clock_network,clkSlewWorstSetupHoldPaths,0.04,ns
clock_network,cts_inserted_buffers,3,
global_route,grt_antenna_before_repair,0,
routing,dr.first_iter.drc_count,43,
clock_network,hold_buf_cts,0,
worst_setup_path,critical_path.max_stage_delay,0.53,ns
worst_setup_path,worst_ep_required_time,1.44,ns
clock_network,clock.latency.late_pin,0.23,ns
power,vdd_ir_drop_max,0.2692,mV
floorplan,chipArea,6889,µm²
clock_network,tritoncts_clock_tree,"built",
logic_synthesis,synth_top_cell_by_area,"sky130_fd_sc_hd__dfxtp_1",
routing,wire_per_inst,11.49,µm
final_timing,tightest_slew,0.2854,ns
final_timing,fin_hold_viols,0,
final_timing,timing_max_transition_violations_final,0,
worst_setup_path,slowest_stage,"sky130_fd_sc_hd__clkdlybuf4s50_1",
final_timing,hold_slack_final,0.5701,ns
final_timing,fmaxAchievable,0.6297,GHz
worst_setup_path,path_class,"flop to output port",
path summary, 6_finish.rpt:
check              start           to  slack, ns  depth (start not counted)
min          data_out[1]  data_out[1]       0.57                          2
max reg2reg  data_out[0]  data_out[6]       0.28                          4
min reg2reg  data_out[1]  data_out[1]       0.57                          2
max          data_out[2]  data_out[2]       0.21                          1
routing by layer:
metal  GRT usage  vias to the layer above  wire length [µm]
li1            -                      293                 -
met1     0.06609                      250               814
met2     0.04958                       21               577
met3     0.02461                        0               159
met4    0.001538                        0                 0
met5           0                        -                 0
synth_stat cells (2+ instances only):
cell,n
sky130_fd_sc_hd__nand3_1,2
sky130_fd_sc_hd__a211oi_1,3
sky130_fd_sc_hd__nor2b_1,2
sky130_fd_sc_hd__inv_1,2
sky130_fd_sc_hd__nand2b_1,3
sky130_fd_sc_hd__a21oi_1,5
sky130_fd_sc_hd__nor3b_1,2
sky130_fd_sc_hd__nor2_1,4
sky130_fd_sc_hd__clkbuf_1,2
sky130_fd_sc_hd__o21ai_0,6
sky130_fd_sc_hd__nand2_1,6
sky130_fd_sc_hd__mux2i_1,2
sky130_fd_sc_hd__dfxtp_1,8
sky130_fd_sc_hd__a31oi_1,2
kinds of logic (layout without fill, tap and decap cells):
family,after synthesis,after routing,synth area share
AND-OR/OR-AND,21,21,0.2694
AND/OR/NAND/NOR,27,27,0.2961
multiplexers,2,2,0.03884
flip-flops,8,8,0.3107
buffers and inverters,6,28,0.06068
adder cells (fa/ha/maj),1,1,0.02427
worst register-to-register path: stages (launching register included):
cell and delay, ns:
sky130_fd_sc_hd__dfxtp_1 0.44, sky130_fd_sc_hd__ha_1 0.26, sky130_fd_sc_hd__nand4_1 0.16, sky130_fd_sc_hd__or4_1 0.43, sky130_fd_sc_hd__a31oi_1 0.16
cell usage in the layout (no fill, tap or decap), types with 2 or more instances in the layout:
cell	synthesis	final
sky130_fd_sc_hd__a31oi_1	2	2
sky130_fd_sc_hd__nor3b_1	2	2
sky130_fd_sc_hd__mux2i_1	2	2
sky130_fd_sc_hd__dfxtp_1	8	8
sky130_fd_sc_hd__inv_1	2	2
sky130_fd_sc_hd__nand2_1	6	6
sky130_fd_sc_hd__nand3_1	2	2
sky130_fd_sc_hd__nor2_1	4	4
sky130_fd_sc_hd__clkdlybuf4s50_1	0	19
sky130_fd_sc_hd__buf_4	0	4
sky130_fd_sc_hd__nand2b_1	3	3
sky130_fd_sc_hd__clkbuf_8	0	3
sky130_fd_sc_hd__nor2b_1	2	2
sky130_fd_sc_hd__o21ai_0	6	6
sky130_fd_sc_hd__a21oi_1	5	5
sky130_fd_sc_hd__a211oi_1	3	3
layout make-up:
cell class              instances  area [µm²]
repair buffers                 23       220.2
multi-input cells              51       324.1
flip-flops and latches          8       160.2
well taps                      48       60.06
clock buffers                   3       41.29
inverters                       2       7.507
fillers                       417        2930
per-stage QoR:
step | util | instance area, µm²
floorplan | - | 515.5
global placement | 0.2062 | 772.0
detailed placement | 0.2062 | 772.0
CTS | 0.2172 | 813.3
global route | 0.2172 | 813.3
finish | 0.2172 | 813.3
power groups by stage:
stage	Sequential [µW]	Clock [µW]	Combinational (µW)
after global routing	211	228	113
final	208	213	103
after CTS	208	218	104
Power is estimated from default activity; no workload was simulated.
