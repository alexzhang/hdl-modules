File: ./config.mk
export PLATFORM = sky130hd
export DESIGN_NAME = xorshift_32
export DESIGN_NICKNAME = xorshift_32
export VERILOG_FILES = /design/flow/design.v
export SDC_FILE = /design/flow/constraint.sdc
export NUM_CORES = 4
export LEC_CHECK = 1
export CORE_UTILIZATION = 30
File: ./constraint.sdc
current_design xorshift_32

set clk_period 2.9
set clk_io_pct 0.2

create_clock -name clk0 -period $clk_period [get_ports {clk}]

set non_clock_inputs [all_inputs -no_clocks]
set_input_delay [expr $clk_period * $clk_io_pct] -clock clk0 $non_clock_inputs
set_output_delay [expr $clk_period * $clk_io_pct] -clock clk0 [all_outputs]
File: ./design.v
`timescale 1ns / 1ps
module xorshift_32(input clk, input rst, output [31:0] out);
    reg [31:0] xorshift_32_state;
    wire [31:0] xorshift_step1 = xorshift_32_state ^ {xorshift_32_state[18:0], 13'b0};
    wire [31:0] xorshift_step2 = xorshift_step1 ^ {17'b0, xorshift_step1[31:17]};
    wire [31:0] xorshift_step3 = xorshift_step2 ^ {xorshift_step2[26:0], 5'b0};
    always @(posedge clk)
        if (rst)
            xorshift_32_state <= 32'b01010101010101010101010101010101;
        else
            xorshift_32_state <= xorshift_step3;
    assign out = xorshift_32_state[0];
endmodule
module PRBS7(input clk, input rst, output reg [6:0] d);
    always @(posedge clk)
        if (rst)
            d <= 7'b1010101;
        else
            d <= { d[5:0], d[6] ^ d[5] };
endmodule
module PRBS23(input clk, input rst, output reg [22:0] d);
    always @(posedge clk)
        if (rst)
            d <= 23'b1010101;
        else
            d <= { d[22:0], d[22] ^ d[17] };
endmodule
module PRBS31(input clk, input rst, output reg [30:0] d);
    always @(posedge clk)
        if (rst)
            d <= 31'b1010101;
        else
            d <= { d[30:0], d[30] ^ d[27] };
endmodule
File: ./run.sh
#!/bin/bash
# OpenROAD 26Q1-2900-gdf79404cd8, Yosys 0.63+post, stock flow scripts
make -C /OpenROAD-flow-scripts/flow DESIGN_CONFIG=/design/flow/config.mk WORK_HOME=/design/flow/orfs finish
==> qor.csv <==
metric;value;unit
Synth Area in Compound Gates;0;%
Fin Setup TNS;0;ns
Post-synth ARST share;0;%
diode count;0;
Simple Share, Synth;9.38;%
final wirelength;2.27;mm
# Cells Yosys;159;
via count;866;
XORs/XNORs by Area;41.9;%
Slowest cell on crit path;clkdlybuf4s50_1;
yosys adder share;0;%
max-slew violation count;0;
crit path buf inv count;1;
number of buffers created by CTS;5;
FF-to-FF End;xorshift_32_state[18];
Worst slew margin;65.7;%
Die H;80.3;µm
clk sink count;32;
Die X;80.3;µm
GRT Residual Overflow;0;
worst slew pin tran;0.512;ns
Netlist Area Pre-Place;1840;µm²
PortBufs;2;
CP max FO;3;
initial antenna violation count;0;
final non-filler cell total;240;
cells on worst reg2reg path;3;
Yosys reg bits;32;
Layout fillers;599;
clock slew at reported path FFs;0.06;ns
chip area;6450;µm²
mux frac, synth;0;%
Synth Seq Share;34.8;%
DP Wirelength;1.68;mm
Routed WL per cell;9.46;µm
number of max-cap violations;0;
vias in the first global route;818;
OpenROAD warnings;25;
Top logic family;XOR/XNOR gates;
Top reg by flops;xorshift_32_state;
Worst path depth;1;
crit path kind;flip-flop to output pin;
critical path arrival;1.15;ns
top flop regs;xorshift_32_state x32;
Hold Vio Cnt, Final;0;
Commonest flop;dfxtp_1;
Unique cell types;16;
status;finished clean;
Initial DRT Pass Iterations;4;
share of cells above drive strength 1;6.67;%
first-pass GRT wire length;3.84;mm
Post-CTS Hold Fix Bufs;0;
CP Launch Type;flip-flop;
CP Capture Point;out[0];
largest net degree at the start of global routing;18;
CTS tree;done;
CP delay by family, top;buffers and inverters;
minimum clock period;1.73;ns
Max clock buf depth;2;
Critical Path RT;2.32;ns
# Post-CTS Setup Buffers;0;
DR iter-0 viols;25;
Tcrit/Tclk final;59.7;%
r2r startpoint;xorshift_32_state[17];
All-Layer GR Usage;7.94;%
FMAX;577;MHz
Max VDD drop;0.000607;V
Ports;34;
CTS resizes;0;
placed insts;232;
synthesis area per yosys;1840;µm²
max reg flops;32;
flop-to-flop setup slack;1.45;ns
drt via density;3.61;
Init Core Util;31.1;%
Post-synth EDFFs;0;
CP endpoint kind;output pin;
Synth-to-Final Area Change;3.94;%
PD cells;1560;nW/µm²
synthesized area per cell;11.6;µm²
Residual DRC;0;
RSZ-0062 raised after global routing;false;
num rows;28;
clock latency (worst-skew pair);0.28;ns
worst hold path type;flip-flop to flip-flop;
final setup fails;0;
Yosys warnings;1;
Leak Pwr;0.868;nW
Clock Skew;0.00409;ns
cells along the critical path;clkdlybuf4s50_1;
Worst Setup SP;xorshift_32_state[0];
post-route ant nets;0;
Core Region;5920;µm²
H-tree depth;2;
Root Driver;clkbuf_8;
CP max stage delay;0.50;ns
cells after synthesis;159;
final core utilization;32.3;%
RD Place Congestion;0.734;
## Yosys cell counts, types with 2 or more instances
cell type	count	area (µm²)
nand2b_1	14	87.6
xnor2_2	2	32.5
xnor3_4	2	52.6
dfxtp_1	32	641
nor2_1	16	60.1
xnor3_1	14	315
buf_4	32	240
clkbuf_1	3	11.3
xnor2_1	36	315
xor3_1	2	47.6
## cell usage in the layout (no fill, tap or decap), drive strengths merged
cell and n:
nand2 1, xor3 2, dfxtp 32, clkbuf 8, or2 1, xnor2 38
buf 1, xor2 1, nand2b 14, xnor3 16, clkdlybuf4s50 2, or3b 1
nor2b 1, conb 31, nor2 16
## worst min path at each step
stage,startpoint,endpoint,cells past startpoint
after CTS,xorshift_32_state[1],xorshift_32_state[1],2
after global routing,xorshift_32_state[1],xorshift_32_state[1],2
final,xorshift_32_state[1],xorshift_32_state[1],2
## metrics by stage
stage | setup slack (ns) | total power, mW | cell area [µm²] | hold slack [ns]
6_report | 1.17 | 2.98 | 1910 | 0.624
3_3_place_gp | 1.01 | 2.66 | 1820 | 0.623
2_1_floorplan | 1.58 | 2.48 | 1950 | 0.586
3_5_place_dp | 1.02 | 2.66 | 1820 | 0.623
5_1_grt | 1.11 | 3.24 | 1910 | 0.656
4_1_cts | 1.13 | 3.03 | 1910 | 0.632
## where the power goes
group,internal [mW],switching (mW)
registers,0.653,0.178
logic,1.18,0.626
clock network,0.193,0.152
## kinds of logic (layout without fill, tap and decap cells)
logic type	after synthesis	count (layout)
buf+inv	35	11
flops	32	32
xor+xnor	57	57
other cells	1	31
simple gates	34	34
## metal layers
layer	global-route usage [%]	vias to the layer above	share of wire (%)
li1	-	443	-
met1	12.0	399	51
met2	11.4	18	42
met3	2.54	6	4.9
met4	1.43	0	2.1
met5	0	-	0
## layout make-up
cell class                      instances  area, µm²  share of cell area (%)
Clock buffer                            8       90.1                    4.71
Multi-Input combinational cell        122       1060                    55.5
Sequential cell                        32        641                    33.5
Tap cell                               75       93.8                    4.91
Timing Repair Buffer                    3       27.5                    1.44
Power and IR drop assume default switching activity.
